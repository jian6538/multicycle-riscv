===== ./config.mk =====
export PLATFORM = sky130hd
export DESIGN_NAME = ControlFSM
export DESIGN_NICKNAME = ControlFSM
export VERILOG_FILES = /design/flow/design.v
export SDC_FILE = /design/flow/constraint.sdc
export NUM_CORES = 4
export LEC_CHECK = 1
export CORE_UTILIZATION = 30

===== ./run.sh =====
#!/bin/bash
# OpenROAD 26Q1-2900-gdf79404cd8, Yosys 0.63+post, stock flow scripts
make -C /OpenROAD-flow-scripts/flow DESIGN_CONFIG=/design/flow/config.mk WORK_HOME=/design/flow/orfs finish

===== ./design.v =====
module ControlFSM (
    input  wire        wb_clk,
    input  wire        wb_rst,
    input  wire [6:0]  opcode,
    input  wire        mem_ack,
    input  wire [31:0] alu_result,
    output reg         pc_write,
    output reg         ir_write,
    output reg         wb_cyc_o,
    output reg         wb_stb_o,
    output reg [31:0]  wb_addr_o,    
    output reg         wb_we_o,      
    output reg         alu_src_a,    
    output reg [1:0]   alu_src_b,    
    output reg [1:0]   alu_op,       
    output reg         RegWrite,
    output reg         MemRead,
    output reg         MemWrite,
    output reg         MemToReg,
    output reg         Branch,
    output reg [1:0]   ALUOp,
    output reg   register_write_final,  
    output reg [31:0] alu_out_reg,  
    output wire [2:0] fsm_state
);
    localparam FETCH     = 3'd0;
    localparam DECODE    = 3'd1;
    localparam EXECUTE   = 3'd2;
    localparam MEM       = 3'd3;
    localparam WRITEBACK = 3'd4;
    localparam BRANCH    = 3'd5;  
    localparam OPCODE_RTYPE = 7'b0110011;
    localparam OPCODE_LW    = 7'b0000011;
    localparam OPCODE_SW    = 7'b0100011;
    localparam OPCODE_BEQ   = 7'b1100011;
    localparam OPCODE_ADDI  = 7'b0010011;
    localparam OPCODE_JAL   = 7'b1101111;
    localparam OPCODE_JALR  = 7'b1100111;
    localparam OPCODE_LUI   = 7'b0110111;
    localparam OPCODE_AUIPC = 7'b0010111;
    reg [2:0] state, next_state;
    always @(posedge wb_clk) begin
        if (wb_rst) begin
            state <= FETCH;
            alu_out_reg <= 0;  
        end else begin
            state <= next_state;
            alu_out_reg <= alu_result;  
        end
    end
    always @(*) begin
        next_state = state;
        case(state)
            FETCH: begin
                if (mem_ack)
                    next_state = DECODE; 
            end
            DECODE: begin
                next_state = EXECUTE;
            end
            EXECUTE: begin
                if (opcode == OPCODE_LW || opcode == OPCODE_SW) begin
                    next_state = MEM;
                end else if (opcode == OPCODE_RTYPE || opcode == OPCODE_ADDI || 
                             opcode == OPCODE_LUI || opcode == OPCODE_AUIPC || 
                             opcode == OPCODE_JAL || opcode == OPCODE_JALR) begin
                    next_state = WRITEBACK;
                end else if(opcode == OPCODE_BEQ) begin
                    if(alu_result == 0) begin
                        next_state = BRANCH;  
                    end else begin
                        next_state = FETCH;   
                    end
                end else begin
                    next_state = FETCH;  
                end
            end
            MEM: begin
                if (mem_ack) begin
                    if (opcode == OPCODE_LW)        
                        next_state = WRITEBACK;
                    else                            
                        next_state = FETCH;
                end
            end
            WRITEBACK: begin
                next_state = FETCH;
            end
            BRANCH: begin
              next_state = FETCH;
            end
            default: next_state = FETCH;
        endcase
    end
    always @(*) begin
        pc_write  = 0;
        ir_write  = 0;
        wb_cyc_o  = 0;
        wb_stb_o  = 0;
        wb_we_o   = 0;   
        alu_src_a = 0;
        alu_src_b = 2'b00;
        alu_op    = 2'b00;
        wb_addr_o = 32'b0;
        RegWrite  = 0;
        ALUSrc    = 0;
        MemRead   = 0;
        MemWrite  = 0;
        MemToReg  = 0;
        Branch    = 0;
        ALUOp     = 2'b00;
        register_write_final = 0;
        case (state)
            FETCH: begin
                wb_cyc_o = 1;
                wb_stb_o = 1;
                wb_we_o  = 0;        
                alu_src_a = 1; 
                alu_src_b = 2'b10; 
                alu_op = 2'b00;
                if (mem_ack) begin
                    ir_write = 1;    
                    pc_write = 1;    
                end
            end
            DECODE: begin
            end
            EXECUTE: begin
                case (opcode)
                    OPCODE_RTYPE: begin
                        alu_src_a = 0;        
                        alu_src_b = 2'b00;    
                        ALUOp     = 2'b10;    
                    end
                    OPCODE_ADDI: begin
                        alu_src_a = 0;        
                        alu_src_b = 2'b01;    
                        ALUOp     = 2'b00;    
                    end
                    OPCODE_LW, OPCODE_SW: begin
                        alu_src_a = 0;        
                        alu_src_b = 2'b01;    
                        ALUOp     = 2'b00;    
                    end
                    OPCODE_BEQ: begin
                        alu_src_a = 0;        
                        alu_src_b = 2'b00;    
                        ALUOp     = 2'b01;    
                        Branch    = 1;        
                    end
                    OPCODE_JAL: begin
                        alu_src_a = 1;        
                        alu_src_b = 2'b01;    
                        ALUOp     = 2'b00;    
                    end
                    OPCODE_JALR: begin
                        alu_src_a = 0;        
                        alu_src_b = 2'b01;    
                        ALUOp     = 2'b00;    
                    end
                    OPCODE_LUI: begin
                        alu_src_a = 0;        
                        alu_src_b = 2'b01;    
                        ALUOp     = 2'b11;    
                    end
                    OPCODE_AUIPC: begin
                        alu_src_a = 1;        
                        alu_src_b = 2'b01;    
                        ALUOp     = 2'b00;    
                    end
                    default: begin
                        alu_src_a = 0;
                        alu_src_b = 2'b00;
                        ALUOp     = 2'b00;
                        Branch    = 0;
                    end
                endcase
            end
            MEM: begin
                if (opcode == OPCODE_LW) MemRead = 1;
                if (opcode == OPCODE_SW) MemWrite = 1;
                wb_cyc_o  = 1;
                wb_stb_o  = 1;
                wb_we_o   = MemWrite; 
                wb_addr_o = alu_out_reg;  
            end
            WRITEBACK: begin
                if (opcode == OPCODE_LW) MemToReg = 1;
                RegWrite = 1; 
                register_write_final = 1; 
                if (opcode == OPCODE_JAL || opcode == OPCODE_JALR) begin
                    pc_write = 1;
                end
            end
            BRANCH: begin
                alu_src_a = 1;        
                alu_src_b = 2'b01;    
                pc_write  = 1;        
                ALUOp = 2'b00;  
            end
        endcase
    end
    assign fsm_state = state;
endmodule

===== ./constraint.sdc =====
current_design ControlFSM

set clk_period 3.6
set clk_io_pct 0.2

create_clock -name clk0 -period $clk_period [get_ports {wb_clk}]

set non_clock_inputs [all_inputs -no_clocks]
set_input_delay [expr $clk_period * $clk_io_pct] -clock clk0 $non_clock_inputs
set_output_delay [expr $clk_period * $clk_io_pct] -clock clk0 [all_outputs]

==> results.json <==
{
  "outcome": "finished clean",
  "crit_required_ns": 2.88,
  "ys_cells": 175,
  "cp_cell_sequence": "clkdlybuf4s50_1 > nand2_1 > nor4b_2 > a221oi_1 > o21bai_1 > clkdlybuf4s50_1",
  "final_core_util_pct": 58.1,
  "die_w_um": 74.8,
  "r2r_slack_ns": 2.10,
  "maxCapViolCount": 0,
  "grt_pass1_vias": 1348,
  "whs_path_depth": 1,
  "end_kind": "output pin",
  "numPortBuffers": 124,
  "final_common_cell": "clkdlybuf4s50_1",
  "core_area_sq_mm": 0.00511,
  "cts.path.max_buffers": 2,
  "hpwl_um": 3560,
  "place.gp.congestion": 0.862,
  "crit_arrival_ns": 2.58,
  "edf_count": 0,
  "post_cts_buffers": 0,
  "setup_viol": 0,
  "cts_tree": "done",
  "crit_top_cell": "clkdlybuf4s50_1",
  "logic_area_sq_um": 815,
  "wirelength_um": 4450,
  "ff2ff_path_depth": 4,
  "fp_util_pct": 31.1,
  "fmax_mhz": 303,
  "ioPinCount": 127,
  "cts_root_buf": "clkbuf_8",
  "final_layout_size_suffix_gt1_share_pct": 6.04,
  "ys_seq_share_pct": 44.1,
  "start_kind": "input port",
  "largest_reg_flops": 32,
  "cts_buffers": 5,
  "place_worst_setup_slack_ns": 0.310,
  "top_layer_used": "met4",
  "htreeDepth": 2,
  "clock_skew_ns": 0.000385,
  "met2_length_um": 2160,
  "wl_met3_um": 335,
  "yosys.cell_types.count": 36,
  "ctsResizeCount": 0,
  "cpLargestDelayFamily": "buffers and inverters",
  "seq_area_sq_um": 701,
  "final.setup.worst_slack_ns": 0.304,
  "path_class": "in2out",
  "finalHoldViolations": 0,
  "ant_nets": 0,
  "grt_pass1_wl_um": 6420,
  "hold_class": "reg2reg",
  "cp_num_buf_inv": 2,
  "dp.cells": 360,
  "synth_warnings": 3,
  "flop_cell": "dfxtp_1",
  "dieArea_sq_mm": 0.00560,
  "wl_met1_um": 1920,
  "viasPerCell": 4.38,
  "finalMaxSlewViolations": 0,
  "finalCritPeriodShare_pct": 91.5,
  "num_antenna_cells": 0,
  "drc_errors": 0,
  "slowest_stage": "clkdlybuf4s50_1",
  "syn_area_per_cell_sq_um": 9.09,
  "p_per_area_mw_per_mm2": 282,
  "firstDrtPassIters": 4,
  "routedWlPerCell_um": 12.1,
  "final_cells": 368,
  "ys_chip_area_sq_mm": 0.00159,
  "clk_pin_slew_ns": 0.07,
  "globalRouteOverflowTotal": 0,
  "most-common-layout-cells": "clkdlybuf4s50_1, dfxtp_1, and2_1, nor2b_1, nor4_1",
  "drtIter0Drc": 32,
  "cts.sinks": 35,
  "rows": 26,
  "peakVddDrop_mv": 0.150,
  "ys_ff": 35,
  "hold_end": "state[1]$_SDFFE_PP0P_",
  "syn_to_final_growth_pct": 86.5,
  "crit_fanout": 6,
  "num_vias": 1612,
  "holdCritStartpoint": "state[2]$_SDFFE_PP0P_",
  "fillers": 480,
  "worstReg2RegStart": "state[2]$_SDFFE_PP0P_",
  "grtUsageTotal_pct": 15.4,
  "grt_antenna_before_repair": 0,
  "rsz0062_at_grt": "no",
  "ctsHoldBuffers": 0,
  "syn_area_sq_mm": 0.00159,
  "grt_max_degree": 34,
  "synthCells": 175,
  "die_h_um": 74.8,
  "insertion_delay_ns": 0.28,
  "crit_path_max_incr_delay_ns": 0.57,
  "leakage_uw": 0.00112,
  "async_flop_share_pct": 0,
  "fin_setup_tns_ns": 0,
  "r2r_end": "state[2]$_SDFFE_PP0P_",
  "min_period_ns": 3.30,
  "warnings": 26
}
==> how the worst max path moves through the flow <==
stage | from | to | slack (ns) | cells after the start
CTS | opcode[5] | alu_src_a | 0.31 | 6
global route | opcode[5] | alu_src_a | 0.17 | 6
finish | opcode[5] | alu_src_a | 0.30 | 6
==> synth_stat cells (2+ instances only) <==
cell	number	share of area, %
a21oi_1	3	0.94
and2_1	34	13
and3_1	4	1.6
buf_2	2	0.63
buf_4	5	2.4
clkbuf_1	7	1.7
dfxtp_1	35	44
inv_1	2	0.47
nand2_1	4	0.94
nand2b_1	2	0.79
nor2_1	6	1.4
nor2b_1	34	13
nor3_1	4	1.3
nor4_1	8	3.1
o21ai_1	2	0.63
o221a_1	2	1.4
o22ai_1	2	0.79
==> layer usage <==
metal | vias up | GRT usage (%)
li1 | 826 | -
met1 | 713 | 21.0
met2 | 68 | 26.0
met3 | 5 | 3.93
met4 | 0 | 1.47
met5 | - | 0
==> where the power goes <==
part | internal, uW | switching (uW)
clock network | 135 | 136
registers | 408 | 11.8
logic | 107 | 39.5
==> area by class of cell <==
cell class,count,share of cell area (%)
Sequential cell,35,23.6
Clock buffer,6,2.45
Clock inverter,2,0.422
Inverter,2,0.253
Timing Repair Buffer,128,42.9
Multi-Input combinational cell,125,27.5
Tap cell,70,2.95
==> through the flow <==
step	hold slack (ns)	cell area (sq um)	power (uW)
after floorplan	0.656	1590	461
after global placement	0.674	2880	576
after detailed placement	0.665	2880	576
after CTS	0.686	2970	853
after global routing	0.760	2970	879
final	0.687	2970	837
==> kinds of logic (layout without fill, tap and decap cells) <==
logic type / after synthesis / count (layout) / share of synthesized area, %
AND-OR/OR-AND: 15 / 15 / 6.92
buffers and inverters: 16 / 138 / 5.11
flip-flops: 35 / 35 / 44.1
other: 1 / 2 / 0.236
AND/OR/NAND/NOR: 108 / 108 / 43.7
Power figures rest on the tool's default switching activity, not on a simulated workload.
