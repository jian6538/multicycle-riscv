[/design/flow/design.v]
module alu(
	input  wire [31:0] operand_a,     
	input  wire [31:0] operand_b,     
	input  wire [3:0]  ALUControl,    
	output reg  [31:0] result,        
	output wire        z              
);
    localparam OP_ADD  = 4'b0000;
    localparam OP_SUB  = 4'b0001;
    localparam OP_SLL  = 4'b0010;
    localparam OP_SLT  = 4'b0011;
    localparam OP_SLTU = 4'b0100;
    localparam OP_XOR  = 4'b0101;
    localparam OP_OR   = 4'b0110;
    localparam OP_AND  = 4'b0111;
    localparam OP_SRL  = 4'b1000;
    localparam OP_SRA  = 4'b1001;
    always @(*) begin 
        case(ALUControl)
            OP_ADD : result = operand_a + operand_b;
            OP_SUB : result = operand_a - operand_b;
            OP_SLL : result = operand_a << operand_b[4:0]; 
            OP_SLT : result = ($signed(operand_a) < $signed(operand_b)) ? 32'd1 : 32'd0;
            OP_SLTU: result = (operand_a < operand_b) ? 32'd1 : 32'd0;
            OP_XOR : result = operand_a ^ operand_b;
            OP_OR  : result = operand_a | operand_b;
            OP_AND : result = operand_a & operand_b;
            OP_SRL : result = operand_a >> operand_b[4:0];
            OP_SRA : result = $signed(operand_a) >>> operand_b[4:0];
            default: result = 32'hDEADBEEF;  
        endcase
    end
    assign z = (result == 32'b0);
endmodule
[/design/flow/run.sh]
#!/bin/bash
# OpenROAD 26Q1-2900-gdf79404cd8, Yosys 0.63+post, stock flow scripts
make -C /OpenROAD-flow-scripts/flow DESIGN_CONFIG=/design/flow/config.mk WORK_HOME=/design/flow/orfs finish
[/design/flow/config.mk]
export PLATFORM = sky130hd
export DESIGN_NAME = alu
export DESIGN_NICKNAME = alu
export VERILOG_FILES = /design/flow/design.v
export SDC_FILE = /design/flow/constraint.sdc
export NUM_CORES = 4
export LEC_CHECK = 1
export CORE_UTILIZATION = 30
[/design/flow/constraint.sdc]
current_design alu

set clk_period 12.7
set clk_io_pct 0.2

create_clock -name clk0 -period $clk_period

set non_clock_inputs [all_inputs -no_clocks]
set_input_delay [expr $clk_period * $clk_io_pct] -clock clk0 $non_clock_inputs
set_output_delay [expr $clk_period * $clk_io_pct] -clock clk0 [all_outputs]
==> impl_metrics.json <==
{
  "synthesis.area_um2": 9976,
  "swShare_pct": 62.21,
  "grt-ovfl-total": 0,
  "ys_sh_simple_pct": 24.88,
  "netlist_logic_family_top": "AND-OR/OR-AND gates",
  "crit_end": "z",
  "seqPwrFrac_pct": 0,
  "critPathLaunchType": "input pin",
  "setup_ws_ns": 1.448,
  "pre_cts_ws_ns": 1.510,
  "antenna_found_initial": 0,
  "num_rows": 66,
  "worstPathRequired_ns": 10.16,
  "crit_path_start": "operand_b[4]",
  "layout-drive-gt1-share_pct": 9.749,
  "yosys_cells": 1456,
  "mostFrequentLayoutCell": "nor2_1",
  "warnings": 99,
  "min_period_ns": 11.25,
  "clockPowerShare_pct": 0,
  "flops": 0,
  "hold_depth": 5,
  "vias": 12561,
  "top_area_share_pct": 12.42,
  "post-route-period-util_pct": 88.60,
  "ys_types": 88,
  "clock.fmax_mhz": 88.87,
  "power_leakage_nw": 4.457,
  "relSlewSlack_pct": 37.18,
  "crit_type": "input pin to output port",
  "fillers": 3533,
  "place_congestion": 1.079,
  "die-area_um2": 33990,
  "ys_sh_xor_pct": 1.229,
  "drv_cap": 0,
  "syn_to_final_growth_pct": 13.35,
  "drc": 0,
  "post_cts_buffers": 0,
  "clkbuf_count": 0,
  "power_density_nw_per_um2": 46.03,
  "holdBufCountCts": 0,
  "die_w_um": 184.4,
  "core-area_um2": 32620,
  "ys_seq_share_pct": 0,
  "yosysWarnings": 1,
  "synthCells": 1456,
  "routed_wl_um": 54240,
  "lay_top_cells": "144 x nor2_1, 115 x nand2_1, 99 x inv_1, 99 x ha_1, 97 x o21ai_0",
  "maxSlewViolCount": 0,
  "crit_path_end_kind": "output port",
  "setup_viol": 0,
  "wl_per_cell_um": 28.26,
  "worstMarginPinSlew_ns": 0.9336,
  "yosys.area.top_type": "ha_1",
  "grt_usage_pct": 31.98,
  "irDropWorstVdd_mv": 0.03837,
  "ys_sh_mux_pct": 17.60,
  "dp_cells": 1919,
  "io_buffer_count": 101,
  "viasPerCell": 6.546,
  "grt_first_pass_wirelength_um": 78520,
  "synth_area_per_cell_um2": 6.852,
  "fp_util_pct": 30.58,
  "drtPass1Iterations": 6,
  "finalHoldViolCount": 0,
  "cp_max_fo": 33,
  "ys_sh_aoi_pct": 34.14,
  "num_antenna_cells": 0,
  "adder_share_pct": 12.82,
  "area_leaders": "ha_1 12%, mux4_2 7.5%, mux2i_1 6.6%, nor2_1 5.4%, o21ai_0 4.9%",
  "comb_power_share_pct": 100.0,
  "min_path_type": "input pin to output port",
  "finalNonFillerCells": 1919,
  "internal_power_uw": 196.7,
  "grt_max_degree": 68,
  "hpwl_um": 42080,
  "first_global_vias": 11454,
  "whs_ns": 6.264,
  "status": "finished, final reports clean",
  "crit_arrival_ns": 8.71,
  "drtIter0Drc": 1589,
  "ios": 101,
  "ys_chip_area_um2": 9976,
  "rsz0062_at_grt": "no",
  "cts_resized": 0,
  "regArea_um2": 0,
  "fin_setup_tns_ns": 0,
  "die_h_um": 184.4,
  "p_sw_uw": 323.8,
  "ant_nets": 0
}
==> cell families after synthesis <==
family,after synthesis
buffers and inverters,222
muxes,130
adders and majority gates,101
AOI/OAI and AO/OA,490
and+or+nand+nor,499
xor gates and xnor gates,14
==> worst min path at each step <==
stage	from	endpoint
4_1_cts	operand_b[2]	result[1]
5_1_grt	operand_b[2]	result[1]
6_report	operand_b[2]	result[1]
==> metrics by stage <==
stage,instance area (um^2),util (%),power (mW)
floorplan,9976,-,0.3048
global placement,11310,34.66,0.5079
detailed placement,11310,34.66,0.5036
CTS,11310,34.66,0.5064
global route,11310,34.66,0.5514
finish,11310,34.66,0.5205
==> critical path, stage by stage <==
cell and delay [ns]:
clkdlybuf4s50_1 0.45, buf_4 0.35, clkinv_1 0.44, ha_1 0.54, or4_1 0.56, o211ai_1 0.30, a41oi_1 0.48, o221ai_1 0.67
o21ai_0 0.28, a221oi_1 0.35, o21ai_1 0.11, or4_1 0.55, nor4_1 0.31, nor4b_2 0.26, clkdlybuf4s50_1 0.49
==> cell usage after synthesis, drive strengths merged, types with 10 or more instances <==
cell	number
clkbuf	65
or4	10
buf	56
or3	12
o22ai	20
nand3	47
o31ai	17
o21ai	98
nor3	36
nor2	144
a211oi	29
a21oi	92
nand2	115
inv	99
o211ai	33
nand2b	21
a221oi	14
nor4	20
nand4	16
a21o	14
nor2b	20
xnor2	13
and2	13
o221ai	18
mux2i	67
a211o	14
mux4	33
a22oi	11
a31oi	24
mux2	30
ha	99
==> power groups by stage <==
stage	combinational (mW)	sequential, mW	clock (mW)
6_report	0.520	0	0
5_1_grt	0.551	0	0
4_1_cts	0.506	0	0
==> cell type report <==
class | count | area (um^2) | area share [%]
multi-input combinational | 1234 | 9079 | 80.29
timing repair buffer | 142 | 1296 | 11.46
tap | 442 | 553.0 | 4.891
inverter | 101 | 379.1 | 3.353
==> per-layer routing <==
metal  global-route usage [%]  vias up  part of all wire, %
li1                         -     5566                    -
met1                    44.70     5926                   42
met2                    48.26      911                   43
met3                    5.190      158                  9.6
met4                    14.70        0                  5.6
met5                        0        -                    0
No activity file was given, so power comes from the tool's default toggle rates.
